<file path="./run.sh">
#!/bin/bash
# OpenROAD 26Q1-2900-gdf79404cd8, Yosys 0.63+post, stock flow scripts
make -C /OpenROAD-flow-scripts/flow DESIGN_CONFIG=/design/flow/config.mk WORK_HOME=/design/flow/orfs finish
</file>
<file path="./config.mk">
export PLATFORM = sky130hd
export DESIGN_NAME = top_module_initial
export DESIGN_NICKNAME = top_module_initial
export VERILOG_FILES = /design/flow/design.v
export SDC_FILE = /design/flow/constraint.sdc
export NUM_CORES = 4
export LEC_CHECK = 1
export CORE_AREA = 10 10 215 215
export DIE_AREA = 0 0 225 225
</file>
<file path="./constraint.sdc">
current_design top_module_initial

set clk_period 4.4
set clk_io_pct 0.2

create_clock -name clk0 -period $clk_period [get_ports {clk}]

set non_clock_inputs [all_inputs -no_clocks]
set_input_delay [expr $clk_period * $clk_io_pct] -clock clk0 $non_clock_inputs
set_output_delay [expr $clk_period * $clk_io_pct] -clock clk0 [all_outputs]
</file>
<file path="./design.v">
module matrix_scanner (
    input wire clk,               
    input wire rst,               
    input wire [7:0] col_in,      
    output reg [2:0] row_sel,     
    output reg row_en,            
    output reg [63:0] sensor_state  
);
    reg [16:0] clk_div;           
    reg scan_en;                  
    integer i;                    
    always @(posedge clk or posedge rst) begin
        if (rst) begin
            clk_div <= 0;
            scan_en <= 0;
        end else begin
            clk_div <= clk_div + 1;
            if (clk_div == 17'd124999) begin  
                clk_div <= 0;
                scan_en <= 1;  
            end else begin
                scan_en <= 0;
            end
        end
    end
    always @(posedge clk or posedge rst) begin
        if (rst) begin
            row_sel <= 0;           
            row_en <= 0;            
            sensor_state <= 64'b0;
        end else begin
            row_en <= 0;            
            if (scan_en) begin
                sensor_state[row_sel * 8 +: 8] <= ~col_in;  
                row_sel <= row_sel + 1;
                if (row_sel == 3'd7) begin
                    row_sel <= 0;  
                end
            end
        end
    end
endmodule
module top_module_initial (
    input wire clk,               
    input wire rst,               
    input wire [7:0] col_in,      
    output wire [2:0] row_addr,   
    output wire row_addr_en,      
    output wire [255:0] piece_values,  
    output wire [63:0] sensor_state    
);
    wire [2:0] internal_row_sel;
    wire internal_row_en;
    wire [63:0] internal_sensor_state;
    reg [2:0] row_addr_reg;
    reg row_addr_en_reg;
    reg [63:0] sensor_state_reg;
    assign row_addr = row_addr_reg;
    assign row_addr_en = row_addr_en_reg;
    assign sensor_state = sensor_state_reg;
    matrix_scanner scanner (
        .clk(clk),
        .rst(rst),
        .col_in(col_in),
        .row_sel(internal_row_sel),
        .row_en(internal_row_en),
        .sensor_state(internal_sensor_state)
    );
    always @(posedge clk or posedge rst) begin
        if (rst) begin
            row_addr_reg <= 3'b000;
            row_addr_en_reg <= 1'b1;   
            sensor_state_reg <= 64'b0;
        end else begin
            row_addr_reg <= internal_row_sel;
            row_addr_en_reg <= internal_row_en;   
            sensor_state_reg <= internal_sensor_state;
        end
    end
    piece_value_converter converter (
        .clk(clk),
        .rst(rst),
        .sensor_state(internal_sensor_state),
        .piece_values(piece_values)
    );
endmodule
`timescale 1ns / 1ps
module piece_value_converter (
    input wire clk,               
    input wire rst,               
    input wire [63:0] sensor_state,  
    output wire [255:0] piece_values  
);
    reg signed [3:0] piece_values_internal [0:7][0:7];
    integer row, col;  
    genvar i, j;
    generate
        for (i = 0; i < 8; i = i + 1) begin : row_gen
            for (j = 0; j < 8; j = j + 1) begin : col_gen
                assign piece_values[(i * 8 + j) * 4 + 3 : (i * 8 + j) * 4] = piece_values_internal[i][j];
            end
        end
    endgenerate
    always @(posedge clk or posedge rst) begin
        if (rst) begin
            for (row = 0; row < 8; row = row + 1) begin
                for (col = 0; col < 8; col = col + 1) begin
                    piece_values_internal[row][col] <= 4'd0;
                end
            end
        end else begin
            for (row = 0; row < 8; row = row + 1) begin
                for (col = 0; col < 8; col = col + 1) begin
                    if (sensor_state[row * 8 + col]) begin
                        if (row == 0) begin
                            case (col)
                                0, 7: piece_values_internal[row][col] <= -4;     
                                1, 6: piece_values_internal[row][col] <= -5;     
                                2, 5: piece_values_internal[row][col] <= -6;     
                                3:    piece_values_internal[row][col] <= -3;     
                                4:    piece_values_internal[row][col] <= -2;     
                                default: piece_values_internal[row][col] <= 4'd0;
                            endcase
                        end else if (row == 1) begin
                            piece_values_internal[row][col] <= -1;               
                        end
                        else if (row == 6) begin
                            piece_values_internal[row][col] <= 1;                
                        end else if (row == 7) begin
                            case (col)
                                0, 7: piece_values_internal[row][col] <= 4;      
                                1, 6: piece_values_internal[row][col] <= 5;      
                                2, 5: piece_values_internal[row][col] <= 6;      
                                3:    piece_values_internal[row][col] <= 3;      
                                4:    piece_values_internal[row][col] <= 2;      
                                default: piece_values_internal[row][col] <= 4'd0;
                            endcase
                        end
                    end else begin
                        piece_values_internal[row][col] <= 4'd0;                 
                    end
                end
            end
        end
    end
endmodule
</file>
==> out/metrics.cfg <==
[yosys]
yosys.area.top_type = dfrtp_1
ys_seq_share = 0.541
ys.flops = 153
top_cells_by_area = dfrtp_1 (54%), buf_4 (27%), o2bb2ai_1 (4.0%), a22o_1 (3.0%), ha_1 (1.8%)
syn_inst = 605
synth.distinct_cells = 33
yosys_warnings = 4
synth_stat.cells = 605
edf_count = 0
yosys-stat-area_mm2 = 0.00708
syn_area_per_cell_um2 = 11.7
ys.flop_type = dfrtp_1
async_flop_share = 1.00
netlist_area_mm2 = 0.00708
top_area_frac = 0.537

[cts]
postCtsResizedCells = 0
clock_latency_ns = 0.42
h-tree-depth = 4
clk_pin_slew_ns = 0.06
cts.path.max_buffers = 2
cts.sinks = 153
root_buffer = clkbuf_16
post_cts_buffers = 0
cts_tree = yes
cts-buffers-inserted = 17
ctsHoldBuffers = 0

[place]
gp_congestion = 0.811
dp_cells = 1214
io_buffer_count = 150
pre_cts_slack_ns = 2.04
detailed_place_hpwl_mm = 13.8

[worst_setup_path]
start_kind = register
crit_type = reg2reg
cp-end-kind = register
crit_fanout = 9
crit_arrival_ns = 2.73
required_ns = 4.70

[global_routing]
antenna_found_initial = 1
grt_use_met2 = 0.113
grt_pass1_wl_mm = 26.0
busiest_layer = met2
track_usage = 0.0668
gr-usage-met1 = 0.0847
grt_pass1_vias = 4238
use_met3 = 0.0217
grt_overflow = 0
grt_start_max_net_pins = 143

[routing]
wl_per_cell_um = 14.3
viasPerCell = 3.12
antenna_cells_inserted = 0
wl_mm = 17.9
firstDrtPassIters = 4
drc = 0
num_vias = 3882
ant_nets = 0
drt_iter0_drc = 141

[floorplan]
core_area_mm2 = 0.0418
die_w_um = 225
core_util_floorplan = 0.170
num_rows = 75
io_pins = 334
chipHeight_um = 225
die_area_mm2 = 0.0506

[final_timing]
hold_viol = 0
slew_violations = 0
timing.slew.headroom = 0.503
finalHoldWorstSlack_ns = 0.381
finalClockPeriodUsage = 0.551
max_freq_mhz = 413
min_period_ns = 2.42
skew_ns = 0.00885
tightest_slew_ns = 0.746
fin_ws_ns = 1.98
fin_tns_setup_ns = 0
finalSetupViolCount = 0
rsz0062_at_grt = false

[finish]
syn2layout_area_growth_pct = 21.7
final_core_util = 0.207
lay_top_cells = conb_1 (184), dfrtp_1 (152), clkdlybuf4s50_1 (150), o2bb2ai_1 (32), a22o_1 (24)
final_cells = 1246
largest_reg_flops = 64
fillers = 4408
drive_gt1_frac = 0.0693
mostFrequentLayoutCell = conb_1

[power_and_ir_drop]
ir_drop_uv = 248
leakage_nw = 3.96
p_per_area_mw_per_mm2 = 358

[flow_run]
max_cap_violations = 0
warning_count = 32

[min_path]
min_path_type = reg2reg

[run_status]
status = finished clean

[synth_stat cells, drive strengths merged, types with 2 or more instances]
library cell	count
buf	256
dfrtp	152
o2bb2ai	32
a22o	24
nor2	23
nand2	20
ha	10
inv	9
nand3	9
o21ai	9
and3	8
clkbuf	8
or2	8
xor2	8
nand4	6
xnor2	5
nor4	4
mux2	2
[worst max-delay path, stage by stage (launching register included)]
cell and delay, ns:
dfrtp_1 0.52, inv_1 0.17, ha_1 0.25, ha_1 0.29
and3_1 0.32, nand4_1 0.40, a22o_1 0.36
[cell families after synthesis]
group,Yosys count,share of synthesized area
XOR/XNOR,13,0.0161
flip-flops,153,0.541
AND/OR/NAND/NOR,86,0.0641
multiplexers,2,0.00318
other,1,0.000529
adder cells (fa/ha/maj),10,0.0177
buffers and inverters,273,0.280
AND-OR/OR-AND,67,0.0775
[metal layers]
| layer | vias up | wire length (um) |
|---|---|---|
| li1 | 1747 | - |
| met1 | 1919 | 7600 |
| met2 | 204 | 8510 |
| met3 | 10 | 1550 |
| met4 | 2 | 177 |
| met5 | - | 11 |
[where the power goes]
group	internal [mW]	total, mW	switching (mW)
registers	1.44	1.46	0.0218
logic	0.0770	0.142	0.0652
clock network	0.861	1.48	0.621
[worst paths after layout]
path | slack [ns] | from | cells after the start | end
worst max-delay path | 1.98 | scanner.row_sel[0]$_DFFE_PP0P_ | 6 | scanner.sensor_state[34]$_DFFE_PP0P_
worst min-delay path | 0.38 | scanner.sensor_state[3]$_DFFE_PP0P_ | 0 | sensor_state_reg[3]$_DFF_PP0_
worst max register to register | 1.98 | scanner.row_sel[0]$_DFFE_PP0P_ | 6 | scanner.sensor_state[34]$_DFFE_PP0P_
worst min register to register | 0.38 | scanner.sensor_state[3]$_DFFE_PP0P_ | 0 | sensor_state_reg[3]$_DFF_PP0_
max in group asynchronous | 2.63 | rst | 3 | scanner.clk_div[9]$_DFF_PP0_
min in group asynchronous | 0.77 | rst | 2 | sensor_state_reg[44]$_DFF_PP0_
[stage by stage]
| step | instance area (um2) | total power, mW |
|---|---|---|
| 6_report | 8620 | 3.08 |
| 5_1_grt | 8620 | 3.22 |
| 4_1_cts | 8620 | 3.13 |
| 3_5_place_dp | 8020 | 1.64 |
| 3_3_place_gp | 8020 | 1.64 |
| 2_1_floorplan | 7770 | 1.65 |
[layout make-up]
cell class | count | area (um2) | share of cell area
Clock buffer | 17 | 425 | 0.0493
Clock inverter | 15 | 180 | 0.0209
Inverter | 9 | 37.5 | 0.00435
Multi-Input combinational cell | 362 | 1960 | 0.227
Sequential cell | 153 | 3830 | 0.444
Tap cell | 539 | 674 | 0.0782
Timing Repair Buffer | 151 | 1520 | 0.176
Power figures rest on the tool's default switching activity, not on a simulated workload.
